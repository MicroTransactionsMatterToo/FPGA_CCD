$ cat design/flow/design.v
module ccd_top
    #(
         parameter MODE = 1'b0
     )
     (
         input clk,		 
         input rst_n,	 
         input start,	 
         input mode,		 
         input cp_mode,	 
         input cpu_irq,	 
         output reg SH,		 
         output reg PH1A1,	 
         output reg PH1A2,	 
         output reg PH2A1,	 
         output reg PH2A2,	 
         output reg CP,		 
         output reg RS,		 
         output reg PH1B,	 
         output reg PHC,		 
         output reg rd_irq,	 
		 output reg sample,  
		 output debug_o1,
		 output debug_o2
     );
	 assign debug_o1 = start;
	 assign debug_o2 = state[5];
    localparam SIZE = 7;
    localparam ELEMENT_COUNT = (MODE) ? 10776 : 5338;
    localparam
        IDLE = 			7'b001,
		CLK_PH_I =		7'b10,
        CLK_PH_1 = 		7'b100,
        CLK_PH_2 = 		7'b1000,
        SEND_INT = 		7'b10000,
        AWAIT_CPU = 	7'b100000,
		TOGGLE_SH = 	7'b1000000;
    reg [15:0] read_count = 16'd0;
    reg [15:0] counter	= 16'd0;
    reg [SIZE-1:0] state;
    reg [SIZE-1:0] next;
    always @(posedge clk)
        if	(!rst_n)	state <= IDLE;
        else			state <= next;
    always @(*) begin
        next = 'bx;
        case (state)
				IDLE :	if (!start)														next = TOGGLE_SH;
						else															next = IDLE;
				TOGGLE_SH:	if (counter >= 1)											next = CLK_PH_I;
							else														next = TOGGLE_SH;
				CLK_PH_I:																next = CLK_PH_2;
				CLK_PH_1:																next = CLK_PH_2;
				CLK_PH_2:																next = SEND_INT;
				SEND_INT:																next = AWAIT_CPU;
				AWAIT_CPU:	if (read_count >= ELEMENT_COUNT && !cpu_irq)					next = IDLE;
							else if (!cpu_irq)											next = CLK_PH_1;
							else														next = AWAIT_CPU;
				default:																next = 'bx;
        endcase
    end
	always @(posedge clk)
	 	if (!rst_n)	begin
			rd_irq <= 1'b0;
		end
		else begin
			case (next)
				IDLE:	begin
							SH <= 1'b0;
							RS <= 1'b0;
							CP <= 1'b0;
							{PH1A1, PH1A2, PH1B} <= {3{1'b1}};
							{PH2A1, PH2A2}	<= {2{1'b0}};
							PHC <= (mode) ? 1'b1 : 1'b0;
							rd_irq <= 1'b0;
							read_count <= 16'b0;
							counter <= 16'b0;
					end
				TOGGLE_SH:begin
							SH <= 1'b1;
							counter <= counter + 16'd1;
					end
				CLK_PH_I: begin
							SH <= 1'b0;
							RS <= 1'b1;
							CP <= 1'b1;
							{PH1A1, PH1A2, PH1B} <= {3{1'b1}};
							{PH2A1, PH2A2} <= {3{1'b0}};
							PHC <= 1'b1;
					end
				CLK_PH_1: begin
							rd_irq <= 1'b0;
							RS <= 1'b1;
							CP <= cp_mode;
							{PH1A1, PH1A2, PH1B} <= {3{1'b1}};
							{PH2A1, PH2A2} <= {3{1'b0}};
							PHC <= 1'b1;
					end
				CLK_PH_2: begin
						if (mode) begin
							RS <= 1'b0;
							CP <= 1'b0;
							{PH1A1, PH1A2, PH1B, PHC} <= {4{1'b0}};
							{PH2A1, PH2A2} <= {2{1'b1}};
						end
						else begin
							RS <= 1'b0;
							CP <= 1'b0;
							PHC <= 1'b0;
						end
					end
				SEND_INT: begin 
					rd_irq <= 1'b1;
					read_count <= read_count + 16'd1;
				end
				AWAIT_CPU: begin end
			endcase
		end
endmodule
$ cat design/flow/run.sh
#!/bin/bash
# OpenROAD 26Q1-2900-gdf79404cd8, Yosys 0.63+post, stock flow scripts
make -C /OpenROAD-flow-scripts/flow DESIGN_CONFIG=/design/flow/config.mk WORK_HOME=/design/flow/orfs finish
$ cat design/flow/config.mk
export PLATFORM = sky130hd
export DESIGN_NAME = ccd_top
export DESIGN_NICKNAME = ccd_top
export VERILOG_FILES = /design/flow/design.v
export SDC_FILE = /design/flow/constraint.sdc
export NUM_CORES = 4
export LEC_CHECK = 1
export CORE_UTILIZATION = 50
$ cat design/flow/constraint.sdc
current_design ccd_top

set clk_period 5.4
set clk_io_pct 0.2

create_clock -name clk0 -period $clk_period [get_ports {clk}]

set non_clock_inputs [all_inputs -no_clocks]
set_input_delay [expr $clk_period * $clk_io_pct] -clock clk0 $non_clock_inputs
set_output_delay [expr $clk_period * $clk_io_pct] -clock clk0 [all_outputs]
==> flow_summary.json <==
{
  "status": "completed",
  "wire_per_inst_um": 14.4,
  "worst-slew-pin-transition_ns": 0.804,
  "rr_worst_depth": 6,
  "h-tree-depth": 2,
  "regToRegSetupSlack_ns": 2.79,
  "hold_path_class": "reg2reg",
  "hold_start": "rd_irq",
  "power_leakage_uw": 0.000959,
  "yosys.area.top_type": "edfxtp_1",
  "cp_max_fo": 5,
  "io_pins": 19,
  "ys_area_sq_mm": 0.00260,
  "vias": 1835,
  "slew_viol_final": 0,
  "grt_max_degree": 22,
  "cap_violations": 0,
  "cts_buffers": 5,
  "dieWidth_um": 74.1,
  "clk_path_buf_depth": 2,
  "timing.rr.end": "counter[4]",
  "met3WireLength_um": 255,
  "ys_types": 50,
  "cts_root_buffer": "clkbuf_8",
  "start_kind": "input port",
  "yosys_register_bits": 46,
  "fp.dieH_um": 74.1,
  "ant_nets": 0,
  "synth_cells": 253,
  "drc": 0,
  "rsz0062_at_grt": "false",
  "holdPathEnd": "rd_irq",
  "wl_met1_um": 2510,
  "chip_area_sq_mm": 0.00549,
  "path_buffers": 2,
  "ys_seq_share": 0.501,
  "critPathKind": "in2out",
  "hpwl_um": 3260,
  "row_count": 25,
  "hold_violations": 0,
  "gp_congestion": 0.853,
  "grt_pass1_wl_um": 8110,
  "whs_ns": 0.482,
  "cp_slowest_cell": "clkdlybuf4s50_1",
  "holdPathStages": 2,
  "synth-simple-area-share": 0.243,
  "edf_count": 38,
  "nFillCells": 420,
  "clk_latency_ns": 0.30,
  "warnings": 29,
  "top_area_frac": 0.439,
  "setup_viol": 0,
  "cts.sinks": 46,
  "cp.arrival_ns": 2.21,
  "power.ir.vdd_worst_v": 0.000172,
  "grt_overflow": 0,
  "met2_length_um": 1950,
  "synthArstFlopShare": 0,
  "synthXorXnorAreaFrac": 0.0877,
  "power_density_mw_per_mm2": 240,
  "slew_headroom": 0.464,
  "synth.cellmix.compoundShare": 0.0968,
  "cpLargestDelayFamily": "buffers and inverters",
  "ys_top_logic_family": "simple AND/OR/NAND/NOR gates",
  "portBuffers": 17,
  "drive_above_1_share": 0.0679,
  "critPathCaptureType": "output pin",
  "clkTransAtPathRegs_ns": 0.09,
  "routed_via_density": 5.53,
  "diodes": 0,
  "r2r-start": "counter[0]",
  "totalWireLength_um": 4770,
  "grt_antenna_before_repair": 0,
  "adder_share": 0.0241,
  "fmax_mhz": 304,
  "grt_use_total": 0.205,
  "setup-tns-final_ns": 0,
  "firstDrtPassIters": 4,
  "yosys_warnings": 2,
  "syn_avg_cell_area_sq_um": 10.3,
  "period_used_share": 0.610,
  "critical_path_required_ns": 4.32,
  "post-cts-setup-buffer-count": 0,
  "topCellsByArea": "edfxtp_1, nor2_1, dfxtp_1",
  "ys_cells": 253,
  "crit_chain": "clkdlybuf4s50_1 -> clkdlybuf4s50_1",
  "cp_common_cell": "clkdlybuf4s50_1",
  "area_delta_synth_final_pct": 10.2,
  "fp-utilization": 0.536,
  "cts.hold.buffers_added": 0,
  "clock_skew_ns": 0.0114,
  "cp_slowest_stage_delay_ns": 0.62,
  "top_layer_used": "met4",
  "core_sq_mm": 0.00485,
  "grt_pass1_vias": 1717,
  "dr.first_iter.drc_count": 88,
  "cts_tree": "built",
  "post_cts_resize_count": 0,
  "finalCriticalPeriod_ns": 3.29,
  "synth.cell_area_sq_mm": 0.00260,
  "muxShareOfSynthArea": 0.00385,
  "ys.flop_type": "edfxtp_1"
}
## power breakdown
group	leakage, uW	internal [uW]	switching [uW]
clock	0.0000441	91.0	118
combinational	0.000478	27.3	29.5
sequential	0.000437	402	18.5
## Yosys cell counts (3+ instances only)
| library cell | n |
|---|---|
| dfxtp_1 | 8 |
| o21ai_0 | 9 |
| a21oi_1 | 5 |
| or3_1 | 5 |
| and2_1 | 3 |
| nor2b_1 | 3 |
| inv_1 | 6 |
| nand3_1 | 12 |
| and3_1 | 7 |
| nor4_1 | 5 |
| ha_1 | 5 |
| clkbuf_1 | 3 |
| edfxtp_1 | 38 |
| nor2_1 | 46 |
| buf_4 | 6 |
| buf_2 | 3 |
| nand4_1 | 5 |
| and4_1 | 5 |
| nor3_1 | 5 |
| xnor2_1 | 10 |
| xor2_1 | 16 |
| nand2_1 | 15 |
## cells by family (layout without fill, tap and decap cells)
group	Yosys count	in the layout
AND-OR/OR-AND	31	31
other	1	1
XOR/XNOR	26	26
adder cells (fa/ha/maj)	5	5
flip-flops	46	46
multiplexers	1	1
AND/OR/NAND/NOR	123	123
buffers and inverters	20	32
## layer usage
layer,GRT usage,up-vias
li1,-,924
met1,0.383,855
met2,0.270,50
met3,0.0549,6
met4,0.0235,0
met5,0,-
## placed cells by master, fill, tap and decap left out, types with 6 or more instances in the layout
cell type	synthesis	routed
nor2_1	46	46
edfxtp_1	38	38
clkdlybuf4s50_1	0	17
xor2_1	16	16
nand2_1	15	15
nand3_1	12	12
xnor2_1	10	10
o21ai_0	9	9
dfxtp_1	8	8
and3_1	7	7
inv_1	6	6
## worst max-delay path by stage
stage         start        to  depth (start not counted)
CTS           start  debug_o1                          2
global route  start  debug_o1                          2
finish        start  debug_o1                          2
## final cells by class
cell class              instances  area [sq um]  area share
well taps                      67          83.8      0.0293
repair buffers                 18           178      0.0621
clock buffers                   5          68.8      0.0240
flip-flops and latches         46          1300       0.455
inverters                       6          22.5     0.00787
clock inverters                 3          21.3     0.00743
multi-input cells             187          1190       0.415
## stage by stage
step	area, sq um	utilization	power (uW)	std cells	setup slack [ns]
floorplan	2600	-	466	253	2.86
global placement	2770	0.572	486	324	2.12
detailed placement	2770	0.572	485	324	2.12
CTS	2860	0.590	695	332	2.11
global route	2860	0.590	720	332	2.10
finish	2860	0.590	686	332	2.11
## registers in the layout, indices dropped and copies added, names as in the netlist
signal	count
SH	1
state	7
counter	16
PHC	1
PH2A2	1
RS	1
CP	1
rd_irq	1
read_count	16
PH1A1	1
No activity file was given, so power comes from the tool's default toggle rates.
