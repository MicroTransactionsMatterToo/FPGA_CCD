File: flow/config.mk
export PLATFORM = sky130hd
export DESIGN_NAME = ccd_driver
export DESIGN_NICKNAME = ccd_driver
export VERILOG_FILES = /design/flow/design.v
export SDC_FILE = /design/flow/constraint.sdc
export NUM_CORES = 4
export LEC_CHECK = 1
export CORE_UTILIZATION = 40
File: flow/constraint.sdc
current_design ccd_driver

set clk_period 7.8
set clk_io_pct 0.2

create_clock -name clk0 -period $clk_period [get_ports {clk}]

set non_clock_inputs [all_inputs -no_clocks]
set_input_delay [expr $clk_period * $clk_io_pct] -clock clk0 $non_clock_inputs
set_output_delay [expr $clk_period * $clk_io_pct] -clock clk0 [all_outputs]
File: flow/design.v
`default_nettype none
module ccd_driver
	#(
		parameter WIDTH_M = 1'b1,
		parameter CLK_FREQ = 'd35
	) (
		input clk,			 
		input rst_n,		 
		input read_i,		 
		input line_mode,	 
		input cp_mode,		 
		input advance,		 
		output reg SH,		 
		output reg PH1A1,	 
		output reg PH1A2,	 
		output reg PH2A1,	 
		output reg PH2A2,	 
		output reg CP,		 
		output reg RS,		 
		output reg PH1B,	 
		output reg PHC,		 
		output reg pixel_ready,  
		output reg init_state,	 
		output reg ready	 
	);
	typedef enum bit [5:0] {
		INIT,
		IDLE,
		PREP_1, PREP_W1,
		PREP_2, PREP_W2,
		PREP_3, PREP_W3,
		PREP_4, PREP_W4,
		PREP_5_RS, PREP_5_CP, PREP_W5,
		PREP_6, PREP_W6,
		CLK_S1, CLK_S2, CLK_S3, CLK_S4,
		CLK_ADV_WAIT1,
		CLK_S5, CLK_S6, CLK_S7, CLK_S8,
		CLK_ADV_WAIT2,
		CLK_S9, CLK_S10,
		XX
	} CCD_STATE;
	parameter COUNTER_WIDTH = 16;
	localparam ELEMNT_CTR_WIDTH = (WIDTH_M) ? 14 : 13;
	localparam bit unsigned [ELEMNT_CTR_WIDTH:0] ELEMENT_COUNT = (WIDTH_M) ? 10776 : 5338;
	localparam bit unsigned [COUNTER_WIDTH-1:0] W1_CMAX = 6;
	localparam bit unsigned [COUNTER_WIDTH-1:0] W2_CMAX = 5;
	localparam bit unsigned [COUNTER_WIDTH-1:0] W3_CMAX = 150;
	localparam bit unsigned [COUNTER_WIDTH-1:0] W4_CMAX = (COUNTER_WIDTH'($rtoi($ceil(500E-9 / (1.0 / CLK_FREQ)))));
	localparam bit unsigned [COUNTER_WIDTH-1:0] W5_CMAX = (COUNTER_WIDTH'($rtoi($ceil(600E-9 / (1.0 / CLK_FREQ)))));
	localparam bit unsigned [COUNTER_WIDTH-1:0] S10_CMAX = 1000;
	localparam bit unsigned [COUNTER_WIDTH-1:0] W6_CMAX = 200;
	CCD_STATE state, next;
	reg unsigned [31:0] read_count 					= '0;
	reg unsigned [COUNTER_WIDTH-1:0] counter 		= '0;
	reg read_latch	= '0;
	initial state 	= INIT;
	always_ff @(posedge clk, negedge rst_n)
		if (!rst_n)	state <= INIT;
		else		state <= next;
	always_comb begin
		next = XX;
		case (state)
			INIT		:											next = IDLE;
			IDLE		: 	if (read_i && ready && !read_latch)		next = PREP_1;
							else									next = IDLE;
			PREP_1		:											next = PREP_W1;
			PREP_W1		:	if (counter >= W1_CMAX)					next = PREP_2;
							else									next = PREP_W1;
			PREP_2		:											next = PREP_W2;
			PREP_W2		:	if (counter >= W2_CMAX)					next = PREP_3;
							else									next = PREP_W2;
			PREP_3		:											next = PREP_W3;
			PREP_W3		:	if (counter >= W3_CMAX)					next = PREP_4;
							else									next = PREP_W3;
			PREP_4		:											next = PREP_W4;
			PREP_W4		:	if (counter >= W4_CMAX)					next = PREP_5_RS;
							else									next = PREP_W4;
			PREP_5_RS	:											next = PREP_5_CP;
			PREP_5_CP	:											next = PREP_W5;
			PREP_W5		:	if (counter >= W5_CMAX)					next = PREP_6;
			PREP_6		:											next = PREP_W6;
			PREP_W6		:	if (counter >= W6_CMAX)					next = CLK_S1;
							else									next = PREP_W6;
			CLK_S1		:											next = CLK_S2;
			CLK_S2		:											next = CLK_S3;
			CLK_S3		:											next = CLK_S4;
			CLK_S4		:											next = CLK_ADV_WAIT1;
		CLK_ADV_WAIT1	:	if (advance == '1)						next = CLK_S5;
							else									next = CLK_ADV_WAIT1;
			CLK_S5		:											next = CLK_S6;
			CLK_S6		:											next = CLK_S7;
			CLK_S7		:											next = CLK_S8;
			CLK_S8		:											next = CLK_ADV_WAIT2;
		CLK_ADV_WAIT2	:	if (advance == '1)						next = CLK_S9;
							else									next = CLK_ADV_WAIT2;
			CLK_S9		:											next = CLK_S10;
			CLK_S10		:	if (counter >= S10_CMAX || 
								read_count >= ELEMENT_COUNT)		next = IDLE;
							else if (
								advance == '1 &&
								!(counter >= S10_CMAX || read_count == ELEMENT_COUNT)
							)										next = CLK_S1;
							else									next = CLK_S10;
			XX			:											next = INIT;
			default		:											next = XX;
		endcase
	end
	always_ff @(posedge clk, negedge rst_n)
		if (!rst_n) begin
			pixel_ready <= '0;
			ready 		<= '0;
		end
		else begin
			case (next)
				INIT : begin
					counter 	<= '0;
					read_count	<= '0;
					init_state	<= '1;
					ready		<= '0;
					pixel_ready <= '0;
				end
				IDLE : begin
					{SH, RS, CP}			<= {3{'0}};
					{PH1A1, PH1A2, PH1B}	<= {3{'1}};
					{PH2A1, PH2A2, PHC}		<= {3{'0}};
					pixel_ready				<= '0;
					ready					<= '1;
					read_count				<= '0;
					counter					<= '0;
					read_latch				<= read_i;
				end
				PREP_1 : begin
					{PH1A1, PH1A2, PH1B}	<= {3{'0}};
					ready					<= '0;
					pixel_ready 			<= '0;
					init_state 				<= '1;
					read_latch				<= '1;
					counter <= counter + COUNTER_WIDTH'(1);
				end
				PREP_W1 : begin
					counter <= counter + 16'd1;
				end
				PREP_2 : begin
					{PH1A1, PH1A2, PH1B}	<= {3{'1}};
					counter 				<= COUNTER_WIDTH'(1);
				end
				PREP_W2 : begin
					counter	<= counter + COUNTER_WIDTH'(1);
				end
				PREP_3 : begin
					SH	<= '1;
					counter				<= COUNTER_WIDTH'(1);
				end
				PREP_W3 : begin
					counter 	<= counter + COUNTER_WIDTH'(1);
				end
				PREP_4 : begin
					SH	<= '0;
					counter <= COUNTER_WIDTH'(1);
				end
				PREP_W4 : begin
					counter <= counter + COUNTER_WIDTH'(1);
				end
				PREP_5_RS : begin
					RS <= '1;
					counter <= COUNTER_WIDTH'(1);
				end
				PREP_5_CP : begin
					CP <= '1;
				end
				PREP_W5 : begin
					counter <= counter + COUNTER_WIDTH'(1);
				end
				PREP_6 : begin
					counter 	<= COUNTER_WIDTH'(1);
				end
				PREP_W6 : begin
					counter <= counter + COUNTER_WIDTH'(1);
					init_state <= '0;
				end
				CLK_S1	: begin
					{PH1A1, PH1A2, PH1B}	<= {3{'1}};
					{PH2A1, PH2A2}			<= {2{'0}};
					PHC						<= '1;
					RS						<= '1;
					CP						<= '1;
				end
				CLK_S2	: begin
					RS						<= '0;
				end
				CLK_S3	: begin
					CP						<= '0;
				end
				CLK_S4	: begin
					PHC						<= '0;
				end
				CLK_ADV_WAIT1 : begin
					pixel_ready				<= '1;
				end
				CLK_S5	: begin
					read_count				<= read_count + ELEMNT_CTR_WIDTH'(1);
					pixel_ready				<= '0;
					RS						<= '1;
					CP						<= '1;
				end
				CLK_S6	: begin
					RS						<= '0;
				end
				CLK_S7	: begin
					CP						<= '0;
				end
				CLK_S8	: begin
					{PH1A1, PH1A2, PH1B}	<= {3{'0}};
					{PH2A1, PH2A2}			<= {2{'1}};
				end
				CLK_ADV_WAIT2 : begin
					pixel_ready				<= '1;
				end
				CLK_S9	: begin
					pixel_ready		<= '0;
					read_count		<= read_count + ELEMNT_CTR_WIDTH'(1);
					counter			<= COUNTER_WIDTH'(1);
				end
				CLK_S10	: begin
					counter			<= counter + COUNTER_WIDTH'(1);
					init_state		<= '0;
				end
				default : begin
				end
			endcase
		end
endmodule
File: flow/run.sh
#!/bin/bash
# OpenROAD 26Q1-2900-gdf79404cd8, Yosys 0.63+post, stock flow scripts
make -C /OpenROAD-flow-scripts/flow DESIGN_CONFIG=/design/flow/config.mk WORK_HOME=/design/flow/orfs finish
==> notes.md <==
flow finished, numbers: first-pass GRT wire length=15200 um, Place WS=a little under 3000 ps, Post-CTS Setup Inserts=0, Clock Path Buffers=2, logic area=roughly 0.0022 mm^2, Sink Count=approximately 63, die width=approximately 110 um, PD cells=around 340 mW/mm^2, die height=about 110 um, setup ws final=3310 ps, Max-slew headroom=between 50% and 60%, Setup CP Type=primary input to flop, row count=37, Final HPWL DP=roughly 6000 um, Final ANT Viol Nets=0, status=finished, final reports clean, core area=~0.010 mm^2, Iter 0 DRT Violations=177, TNS Setup=0 ps, hold_buf cts=0, area grow syn2layout=10.1%, root buffer cell=clkbuf_8, Multiplexer share=less than 1%, worst-margin pin slew=about 700 ps, comb area leader=simple AND/OR/NAND/NOR gates, area share, top type=between 30% and 40%, YS chip area=~0.0043 mm^2, ys cells=453, I/O pins=18, met3 usage=under 10%, Post-synth seq share=between 40% and 50%, max reg flops=32, gr usage total=17.7%, clock-pin slew on the worst setup and hold paths=70 ps, min cycle time layout=between 4000 and 5000 ps, Antenna diodes=0, Reg area=approximately 0.0019 mm^2, Adders+Majority by Area=between 1.5 and 2%, Top Usage Layer GRT=met1, routability cong.=about 0.87, Synth top cells by count=nor2_1, edfxtp_1, nand2_1, nand3_1, xor2_1, CTS buffer count=9, initial antenna violation count=0, grt total ovfl=0, Leakage=around 1.5 nW, post-cts sizing count=0, fmax=~220 MHz, FILL cells=around 970, top cells, area=edfxtp_1, nor2_1, xor2_1, drt drc=0, PortBufs=15, Power Total=1.60 mW, ao+oa area frac=12.6%, unrepaired setup endpoints after global routing=no, syn_area_per_cell=9.45 um^2, fin. max-slew vios=0, final wirelength=slightly below 9000 um, area leader, netlist=edfxtp_1, final hold violations=0, most flop-heavy register=read_count, vias in the first global route=~3100, post-synthesis simple-gate area fraction=a little under 30%, Hold Crit Class=flop to flop, Synth Cell Area=between 0.004 and 0.005 mm^2, Core Util at FP=between 40% and 50%, Late-Pin Clk Latency=approximately 350 ps, cells after synthesis=453, Yosys top cell by instances=nor2_1, Peak VDD IR=approximately 150 uV, yosys xor share=approximately 8.4%, skew final=between 7 and 8 ps, Unique cell types=about 64, Core Util, Final=45.4%, M1 GR Usage=roughly 30%, H-tree depth=3, total of max-cap violations=0, Worst Path Arrival=about 4600 ps, biggest regs=read_count (32), counter (16), state (5), routed vias=3287, WL/cell=roughly 15 um, # setup viols final=0, WHS=516 ps, tool warning count=32, largest net degree at the start of global routing=35, Startpoint Class=primary input, CTS tree=done, Post-synth regs=approximately 63, M2 GR Usage=between 20% and 30%, Via density=approximately 5.5, asr flop ratio synth=between 10 and 15%, die area=0.0111 mm^2, Critical Path RT=7890 ps, synth warn=1, share of post-route cells with drive strength above 1=about 8.9%, fin crit share=57.6%, maximum fanout along the worst path=17, Setup crit end kind=flop, iteration tally of the first detailed-router pass=4, most used flip-flop cell=edfxtp_1, Post-synth EDFFs=56
==> cell type report <==
class | instances | area share, %
Clock buffer | 9 | 2.63
Clock inverter | 7 | 1.70
Multi-Input combinational cell | 348 | 47.5
Inverter | 18 | 1.43
Tap cell | 136 | 3.61
Sequential cell | 63 | 39.4
Timing Repair Buffer | 18 | 3.67
==> worst paths after layout <==
kind                             start        endpoint  slack, ps  cells past startpoint
min in group asynchronous        rst_n        state[2]       1560                      1
max in group asynchronous        rst_n     pixel_ready       5890                      1
setup / recovery               advance      counter[4]       3310                     10
hold / removal                   ready           ready        520                      1
setup reg to reg           counter[10]  read_count[21]       3850                      9
hold reg to reg                  ready           ready        520                      1
==> per-layer routing <==
| metal | up-vias | part of all wire, % |
|---|---|---|
| li1 | 1665 | - |
| met5 | - | 0 |
| met3 | 10 | 4.0 |
| met1 | 1551 | 49 |
| met2 | 61 | 46 |
| met4 | 0 | 1.3 |
==> per-stage QoR <==
| step | instance area, um^2 | cells |
|---|---|---|
| 3_5_place_dp | 4510 | 583 |
| 2_1_floorplan | 4280 | 453 |
| 4_1_cts | 4710 | 599 |
| 6_report | 4710 | 599 |
| 5_1_grt | 4710 | 599 |
| 3_3_place_gp | 4510 | 583 |
==> layout by cell type (no fill, tap or decap), types with 5 or more instances in the layout <==
cell type,n
nand2b_1,5
dfrtp_1,7
nand3_1,26
xnor2_1,19
nor3_1,8
nor4_1,8
and3_1,10
a31oi_1,8
nor2b_1,11
or3_1,8
clkbuf_8,9
nand4_1,9
inv_1,16
and4_1,5
edfxtp_1,56
nand2_1,34
clkdlybuf4s50_1,15
ha_1,6
xor2_1,22
o21a_1,6
o21ai_0,11
nor2_1,67
a21oi_1,19
and2_1,7
==> cells by family (layout without fill, tap and decap cells) <==
| logic type | count (synthesis) | after routing |
|---|---|---|
| AND/OR/NAND/NOR | 224 | 224 |
| buffers and inverters | 42 | 52 |
| adder cells (fa/ha/maj) | 6 | 6 |
| flip-flops | 63 | 63 |
| multiplexers | 1 | 1 |
| XOR/XNOR | 41 | 41 |
| AND-OR/OR-AND | 76 | 76 |
==> power by group <==
part / total, mW / switching [mW] / internal, mW
clock: 0.294 / 0.144 / 0.151
combinational: 0.667 / 0.381 / 0.286
sequential: 0.638 / 0.144 / 0.494
total: 1.60 / 0.668 / 0.931
==> critical path, stage by stage <==
cell	delay, ps
clkdlybuf4s50_1	470
inv_1	210
a21oi_1	100
o21ba_2	210
or4_4	550
or4_4	530
a31oi_1	260
o311a_4	320
a31oi_1	120
buf_4	220
Power is estimated from default activity; no workload was simulated.
